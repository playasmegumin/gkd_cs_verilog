==> flow/design.v <==
module BigAdder(
	input	[15:0] a_in,
	input	[15:0] b_in,
	output	[15:0] c_out,
	output	[15:0] So
);
wire [15:0] p_in = a_in | b_in;   
wire [15:0] g_in = a_in & b_in;   
wire [3:0] Po;
wire [3:0] Go;
wire [3:0] c_back;
assign So = a_in ^ b_in ^ c_out;
Carry4 carry4_0(
	.c_in 	(1'b0),
	.p_in 	(p_in[3:0]),
	.g_in 	(g_in[3:0]),
	.p_out	(Po[0]),
	.g_out	(Go[0]),
	.c_out	(c_out[3:0])
);
Carry4 carry4_1(
	.c_in 	(c_back[1]),
	.p_in 	(p_in[7:4]),
	.g_in 	(g_in[7:4]),
	.p_out	(Po[1]),
	.g_out	(Go[1]),
	.c_out	(c_out[7:4])
);
Carry4 carry4_2(
	.c_in 	(c_back[2]),
	.p_in 	(p_in[11:8]),
	.g_in 	(g_in[11:8]),
	.p_out	(Po[2]),
	.g_out	(Go[2]),
	.c_out	(c_out[11:8])
);
Carry4 carry4_3(
	.c_in 	(c_back[3]),
	.p_in 	(p_in[15:12]),
	.g_in 	(g_in[15:12]),
	.p_out	(Po[3]),
	.g_out	(Go[3]),
	.c_out	(c_out[15:12])
);
Carry4 carry4__Upper(
	.c_in 	(a_in[0] & b_in[0]),
	.p_in 	(Po),
	.g_in 	(Go),
	.p_out	(),
	.g_out	(),
	.c_out	(c_back[3:0])
);
endmodule
module Carry4(
	input  c_in,
	input  [3:0] p_in,
	input  [3:0] g_in,
	output [3:0] c_out,
	output p_out,
	output g_out
);
assign p_out 	= p_in[3] & p_in[2] & p_in[1] & p_in[0];
assign g_out	= g_in[3] | (p_in[3]&g_in[2]) | (p_in[3]&p_in[2]&g_in[1]) | (p_in[3]&p_in[2]&p_in[1]&g_in[0]);
assign c_out[0] = c_in;
assign c_out[1] = g_in[0] | (p_in[0]&c_in);
assign c_out[2] = g_in[1] |      	 (p_in[1]&g_in[0]) |      	 (p_in[1]&p_in[0]&c_in);
assign c_out[3] = g_in[2] | (p_in[2]&g_in[1]) | (p_in[2]&p_in[1]&g_in[0]) | (p_in[2]&p_in[1]&p_in[0]&c_in);
endmodule
==> flow/run.sh <==
#!/bin/bash
# OpenROAD 26Q1-2900-gdf79404cd8, Yosys 0.63+post, stock flow scripts
make -C /OpenROAD-flow-scripts/flow DESIGN_CONFIG=/design/flow/config.mk WORK_HOME=/design/flow/orfs finish
==> flow/config.mk <==
export PLATFORM = sky130hd
export DESIGN_NAME = BigAdder
export DESIGN_NICKNAME = BigAdder
export VERILOG_FILES = /design/flow/design.v
export SDC_FILE = /design/flow/constraint.sdc
export NUM_CORES = 4
export LEC_CHECK = 1
export CORE_AREA = 10 10 72 72
export DIE_AREA = 0 0 82 82
==> flow/constraint.sdc <==
current_design BigAdder

set clk_period 6.4
set clk_io_pct 0.2

create_clock -name clk0 -period $clk_period

set non_clock_inputs [all_inputs -no_clocks]
set_input_delay [expr $clk_period * $clk_io_pct] -clock clk0 $non_clock_inputs
set_output_delay [expr $clk_period * $clk_io_pct] -clock clk0 [all_outputs]
==> results.json <==
{
  "status": "complete, no violations",
  "dieArea_mm2": 0.00672,
  "worst-endpoint-required_ns": 5.12,
  "yosys.stat.chipArea_mm2": 0.00112,
  "worst_hold_slack_ns": 3.59,
  "antenna_found_initial": 0,
  "detail-route-antenna-nets": 0,
  "dp_hpwl_mm": 2.57,
  "std_cell_rows": 22,
  "drc_violations_left": 0,
  "cp-start-kind": "primary input",
  "setup_tns_ns": 0,
  "placement_cell_area_mm2": 0.00178,
  "p_per_area_mw_per_mm2": 86.0,
  "wire_per_inst_um": 10.7,
  "grt_pass1_vias": 1114,
  "crit_path_max_fanout": 5,
  "cap_viol_max_count": 0,
  "leakage_nw": 0.902,
  "timing.hold.worst.class": "in2out",
  "floorplan.io_pins": 64,
  "report.final.setup_viol": 0,
  "design_area_mm2": 0.00178,
  "viasPerCell": 4.09,
  "hold-path-cell-count": 4,
  "yosysTopAreaCell": "sky130_fd_sc_hd__ha_1",
  "drt_pre_antenna_iters": 4,
  "maxSlewHeadroom_pct": 62.6,
  "num-clock-buffers": 0,
  "critical_path_origin": "a_in[4]",
  "crit_path_end_kind": "output pin",
  "post_synth_most_frequent_cells": "sky130_fd_sc_hd__inv_1, sky130_fd_sc_hd__ha_1, sky130_fd_sc_hd__nor2_1, sky130_fd_sc_hd__xnor2_1",
  "warnings_from_yosys": 0,
  "synth_area_per_cell_um2": 7.54,
  "globalplace.congestion": 0.766,
  "p_total_mw": 0.153,
  "grtUsageTotal_pct": 8.03,
  "vias": 1042,
  "die_x_um": 82,
  "finalClockPeriodUsage_pct": 85.1,
  "final_cell_count_no_fill": 255,
  "register_share_after_synthesis_pct": 0,
  "cts.repair.resized": 0,
  "tightestPinTransition_ns": 0.557,
  "insertedDiodeCount": 0,
  "grt_max_degree": 7,
  "cts_hold_buf": 0,
  "crit_arrival_ns": 4.17,
  "drive_gt1_share_pct": 3.38,
  "cts_setup_buffers": 0,
  "final_max_slew_viol_count": 0,
  "hold-path-endpoint": "So[15]",
  "post_synth_main_area_contributors": "sky130_fd_sc_hd__ha_1, sky130_fd_sc_hd__inv_1, sky130_fd_sc_hd__fa_1",
  "floorplan.core_util_pct": 30.5,
  "core_region_area_mm2": 0.00369,
  "first_iter_violations": 16,
  "min-delay-start": "a_in[15]",
  "yosys_cells": 149,
  "finalHoldViolations": 0,
  "layout_min_cycle_time_ns": 5.45,
  "final-seq-area_um2": 0,
  "yosys.cell_count.top_type": "sky130_fd_sc_hd__inv_1",
  "io_buffer_count": 63,
  "dp_cells": 255,
  "warning_count": 52,
  "yosys.area.top_type_share_pct": 33.4,
  "grt_overflow": 0,
  "timing_worst_setup_path_type": "in2out",
  "grt_pass1_wl_mm": 4.55,
  "die_h_um": 82,
  "nFlopsAndLatches": 0,
  "synthesis.area_mm2": 0.00112,
  "timing.fmax_mhz": 184,
  "post_synth_inst_count": 149,
  "yosysUniqueCellTypes": 34,
  "fill_cells": 369,
  "area.growth.synth_to_final_pct": 58.1,
  "ir_drop_mv": 0.0511,
  "finalWirelength_mm": 2.74,
  "grt_setup_unrepaired": "no"
}
critical path, cell delays in order:
cell                              delay (ns)
sky130_fd_sc_hd__clkdlybuf4s50_1        0.49
sky130_fd_sc_hd__inv_1                  0.08
sky130_fd_sc_hd__ha_1                   0.24
sky130_fd_sc_hd__nor3_2                 0.20
sky130_fd_sc_hd__o21ai_2                0.10
sky130_fd_sc_hd__a2111oi_4              0.40
sky130_fd_sc_hd__o21a_2                 0.22
sky130_fd_sc_hd__nor2_1                 0.08
sky130_fd_sc_hd__fa_1                   0.43
sky130_fd_sc_hd__xnor2_1                0.17
sky130_fd_sc_hd__clkdlybuf4s50_1        0.48
placed cells by master, fill, tap and decap left out, types with 2 or more instances in the layout:
cell type / n
sky130_fd_sc_hd__fa_1: 4
sky130_fd_sc_hd__nor4_1: 2
sky130_fd_sc_hd__o21ai_0: 2
sky130_fd_sc_hd__o21bai_1: 4
sky130_fd_sc_hd__nor2_1: 8
sky130_fd_sc_hd__nor3_1: 4
sky130_fd_sc_hd__clkdlybuf4s50_1: 63
sky130_fd_sc_hd__a21o_1: 2
sky130_fd_sc_hd__xnor2_1: 8
sky130_fd_sc_hd__inv_1: 52
sky130_fd_sc_hd__xor2_1: 2
sky130_fd_sc_hd__a21oi_1: 5
sky130_fd_sc_hd__ha_1: 30
metrics by stage:
step / utilization [%] / setup WS (ns)
2_1_floorplan: - / 2.14
3_3_place_gp: 48.2 / 1.02
3_5_place_dp: 48.2 / 0.958
4_1_cts: 48.2 / 0.942
5_1_grt: 48.2 / 0.781
6_report: 48.2 / 0.955
cell type report:
| class | instances | area [µm²] | area share [%] |
|---|---|---|---|
| inverter | 52 | 195 | 11.0 |
| multi-input combinational | 92 | 891 | 50.1 |
| timing repair buffer | 63 | 631 | 35.5 |
| tap | 48 | 60.1 | 3.38 |
worst max path at each step:
stage         endpoint  slack (ns)
finish          So[13]        0.95
CTS             So[13]        0.94
global route    So[13]        0.78
metal layers:
| layer | part of all wire, % | GRT usage (%) | routed length [µm] | up-vias |
|---|---|---|---|---|
| li1 | - | - | - | 567 |
| met1 | 42 | 9.73 | 1150 | 438 |
| met2 | 45 | 13.9 | 1240 | 37 |
| met3 | 13 | 3.19 | 346 | 0 |
| met4 | 0 | 0 | 0 | 0 |
| met5 | 0 | 0 | 0 | - |
report_power, final:
part	switching [mW]	total (mW)	internal [mW]
Combinational	0.0505	0.153	0.102
Sequential	0	0	0
Clock	0	0	0
cell families after synthesis:
group	Yosys count	share of synthesized area, %
AOI/OAI and AO/OA	24	18.5
buffers and inverters	57	20.7
muxes	1	0.891
and+or+nand+nor	22	11.2
other	1	0.334
adders and majority gates	34	40.5
xor gates and xnor gates	10	7.80
