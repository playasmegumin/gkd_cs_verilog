$ cat design.v
module BigAdder64(
	input	[63:0] a_in,
	input 	[63:0] b_in,
	output	[63:0] c_out,
	output 	[63:0] s_out
);
wire [63:0] p_in = a_in | b_in;
wire [63:0] g_in = a_in & b_in;
assign s_out = a_in ^ b_in ^ c_out;
Carry64 cr64(
	.c_in (1'b0),
	.p_in (p_in),
	.g_in (g_in),
	.p_out(),
	.g_out(),
	.c_out(c_out)
);
endmodule
module Carry16(
	input	[15:0] p_in,
	input	[15:0] g_in,
	input	c_in,
	output	[15:0] c_out,
	output	p_out,
	output	g_out
);
wire [3:0] p_inter;
wire [3:0] g_inter;
wire [3:0] c_back;
Carry4 carry4_0(
	.c_in 	(c_in),
	.p_in 	(p_in[3:0]),
	.g_in 	(g_in[3:0]),
	.p_out	(p_inter[0]),
	.g_out	(g_inter[0]),
	.c_out	(c_out[3:0])
);
Carry4 carry4_1(
	.c_in 	(c_back[1]),
	.p_in 	(p_in[7:4]),
	.g_in 	(g_in[7:4]),
	.p_out	(p_inter[1]),
	.g_out	(g_inter[1]),
	.c_out	(c_out[7:4])
);
Carry4 carry4_2(
	.c_in 	(c_back[2]),
	.p_in 	(p_in[11:8]),
	.g_in 	(g_in[11:8]),
	.p_out	(p_inter[2]),
	.g_out	(g_inter[2]),
	.c_out	(c_out[11:8])
);
Carry4 carry4_3(
	.c_in 	(c_back[3]),
	.p_in 	(p_in[15:12]),
	.g_in 	(g_in[15:12]),
	.p_out	(p_inter[3]),
	.g_out	(g_inter[3]),
	.c_out	(c_out[15:12])
);
Carry4 carry4_Upper(
	.c_in 	(c_in),
	.p_in 	(p_inter),
	.g_in 	(g_inter),
	.p_out	(p_out),
	.g_out	(g_out),
	.c_out	(c_back[3:0])
);
endmodule
module Carry4(
	input  c_in,
	input  [3:0] p_in,
	input  [3:0] g_in,
	output [3:0] c_out,
	output p_out,
	output g_out
);
assign p_out 	= p_in[3] & p_in[2] & p_in[1] & p_in[0];
assign g_out	= g_in[3] | (p_in[3]&g_in[2]) | (p_in[3]&p_in[2]&g_in[1]) | (p_in[3]&p_in[2]&p_in[1]&g_in[0]);
assign c_out[0] = c_in;
assign c_out[1] = g_in[0] | (p_in[0]&c_in);
assign c_out[2] = g_in[1] |      	 (p_in[1]&g_in[0]) |      	 (p_in[1]&p_in[0]&c_in);
assign c_out[3] = g_in[2] | (p_in[2]&g_in[1]) | (p_in[2]&p_in[1]&g_in[0]) | (p_in[2]&p_in[1]&p_in[0]&c_in);
endmodule
module Carry64(
	input	[63:0] p_in,
	input	[63:0] g_in,
	input	c_in,
	output	[63:0] c_out,
	output	p_out,
	output	g_out
);
wire [3:0] p_inter;
wire [3:0] g_inter;
wire [3:0] c_back;
Carry16 carry16_0(
	.c_in 	(c_in),
	.p_in 	(p_in[15:0]),
	.g_in 	(g_in[15:0]),
	.p_out	(p_inter[0]),
	.g_out	(g_inter[0]),
	.c_out	(c_out[15:0])
);
Carry16 carry16_1(
	.c_in 	(c_back[1]),
	.p_in 	(p_in[31:16]),
	.g_in 	(g_in[31:16]),
	.p_out	(p_inter[1]),
	.g_out	(g_inter[1]),
	.c_out	(c_out[31:16])
);
Carry16 carry16_2(
	.c_in 	(c_back[2]),
	.p_in 	(p_in[47:32]),
	.g_in 	(g_in[47:32]),
	.p_out	(p_inter[2]),
	.g_out	(g_inter[2]),
	.c_out	(c_out[47:32])
);
Carry16 carry16_3(
	.c_in 	(c_back[3]),
	.p_in 	(p_in[63:48]),
	.g_in 	(g_in[63:48]),
	.p_out	(p_inter[3]),
	.g_out	(g_inter[3]),
	.c_out	(c_out[63:48])
);
Carry4 carry4_Upper(
	.c_in 	(c_in),
	.p_in 	(p_inter),
	.g_in 	(g_inter),
	.p_out	(p_out),
	.g_out	(g_out),
	.c_out	(c_back[3:0])
);
endmodule
$ cat run.sh
#!/bin/bash
# OpenROAD 26Q1-2900-gdf79404cd8, Yosys 0.63+post, stock flow scripts
make -C /OpenROAD-flow-scripts/flow DESIGN_CONFIG=/design/flow/config.mk WORK_HOME=/design/flow/orfs finish
$ cat constraint.sdc
current_design BigAdder64

set clk_period 21.0
set clk_io_pct 0.2

create_clock -name clk0 -period $clk_period

set non_clock_inputs [all_inputs -no_clocks]
set_input_delay [expr $clk_period * $clk_io_pct] -clock clk0 $non_clock_inputs
set_output_delay [expr $clk_period * $clk_io_pct] -clock clk0 [all_outputs]
$ cat config.mk
export PLATFORM = sky130hd
export DESIGN_NAME = BigAdder64
export DESIGN_NICKNAME = BigAdder64
export VERILOG_FILES = /design/flow/design.v
export SDC_FILE = /design/flow/constraint.sdc
export NUM_CORES = 4
export LEC_CHECK = 1
export CORE_AREA = 10 10 127 127
export DIE_AREA = 0 0 137 137
==> run_results.csv <==
group,metric,value,unit
route,firstDrtPassIters,4,
route,diodes,0,
synthesis,area_leaders,"ha_1, inv_1, fa_1",
setup_path,crit_slowest_cell,"clkdlybuf4s50_1",
timing,period_minus_slack,12.34,ns
synthesis,yosysUniqueCellTypes,46,
finish,seq_area,0,um2
finish,seq_cell_count,0,
setup_path,crit_path_max_incr_delay,0.51,ns
timing,rsz0062_at_grt,"false",
timing,timing_hold_violations_final,0,
power,intPower,128,uW
worst_hold_path,hold_path_class,"in2out",
route,drt-wirelength-per-cell,14.5,um
timing,finalWorstSetupSlack,8.66,ns
synthesis,yosys_area,4240,um2
die,die_y,137,um
setup_path,endpoint_kind,"output port",
setup_path,required,16.80,ns
setup_path,arrival,8.14,ns
place,port-buffer-count,255,
finish,fill_cells,1270,
power,p_switching,71.0,uW
flow_run,tool_warnings,108,
timing,final-setup-viol-count,0,
place,dp_hpwl,13.6,mm
place,place_congestion,0.918,
clock_network,cts-hold-fix-buffers,0,
route,antenna_left,0,
synthesis,ys_cells,575,
setup_path,worstPathMaxFanout,4,
die,dieArea,18800,um2
finish,final_cell_mix,"clkdlybuf4s50_1, inv_1, ha_1, a21oi_1, nor2_1",
synthesis,yosysTopAreaCellShare,0.369,
die,row_count,42,
setup_path,crit_path_end,"s_out[57]",
route,drtIter0Drc,102,
clock_network,post_cts_buffers,0,
power,p_per_area,28.8,nW/um2
worst_hold_path,min_path_cells,3,
power,power.leakage,3.58,nW
finish,logic_area,3380,um2
global_routing,first_global_vias,4283,
synthesis,synth_area,4240,um2
route,drt_wl_total,14.4,mm
setup_path,path_cells,"clkdlybuf4s50_1, inv_1, ha_1, nor4_2, nand2_1, a211oi_2, nor4_2, nor4b_4, o211ai_1, and2_4, o41ai_4, inv_2, fa_1, xnor2_1, clkdlybuf4s50_1",
timing,tns,0,ns
die,fp_util,0.318,
die,pin_count,256,
power,combPwrFrac,1.000,
global_routing,antenna_found_initial,0,
setup_path,cp_top_family,"simple AND/OR/NAND/NOR gates",
die,die_w,137,um
synthesis,syn_inst,575,
setup_path,crit_start,"a_in[11]",
die,fp.coreArea,13300,um2
route,viasPerCell,4.29,
synthesis,top_area_cell,"ha_1",
route,vias,4246,
power,ir_drop,0.0000143,V
synthesis,yosysWarnings,0,
setup_path,path_depth,15,
global_routing,grt_pass1_wl,22.1,mm
clock_network,cts-resized-gates,0,
global_routing,grt.total_usage,0.145,
finish,area_delta_synth_final,62.6,%
place,place_ws,8.57,ns
synthesis,avgSynthCellArea,7.37,um2
timing,max_slew_margin,0.318,
finish,final_util,0.516,
timing,drv_slew,0,
power,clock_power_share,0,
timing,finalClockPeriodUsage,0.588,
worst_hold_path,worstHoldStart,"b_in[0]",
setup_path,start_kind,"input pin",
route,drc,0,
timing,fmax,81.0,MHz
flow_run,maxCapViolCount,0,
synthesis,seq_area_frac_synth,0,
finish,nClkBuffers,0,
global_routing,gr-total-overflow,0,
finish,layout.cells.most_common,"clkdlybuf4s50_1",
setup_path,worstSetupPathType,"in2out",
setup_path,cp_num_buf_inv,4,
global_routing,grt_start_max_net_pins,8,
power,swShare,0.358,
power,seqPwrFrac,0,
timing,tightest_slew,1.01,ns
finish,drive_gt1_frac,0.0184,
status,status,"finished, final reports clean",
## final cells by class
cell class | instances | share of cell area
tap | 176 | 0.0319
inverter | 198 | 0.108
multi-input combinational | 361 | 0.490
timing repair buffer | 255 | 0.370
## routing by layer
metal / track usage / up-vias / routed length [um]
met4: 0.00937 / 0 / 106
met2: 0.259 / 138 / 7060
met3: 0.0525 / 6 / 1490
met1: 0.169 / 1867 / 5690
met5: 0 / - / 0
li1: - / 2235 / -
## worst min-delay path by stage
stage | end | slack (ns)
after CTS | c_out[1] | 9.44
after global routing | c_out[1] | 9.46
final | c_out[1] | 9.42
## through the flow
stage | area [um2] | hold WS (ns) | power [mW] | std cells
4_1_cts | 6890 | 9.44 | 0.204 | 990
2_1_floorplan | 4240 | 8.47 | 0.0722 | 575
5_1_grt | 6890 | 9.46 | 0.221 | 990
3_5_place_dp | 6890 | 9.44 | 0.202 | 990
3_3_place_gp | 6890 | 9.44 | 0.202 | 990
6_report | 6890 | 9.42 | 0.199 | 990
## worst min-delay path, delay by kind of cell
family                   cells  cell delay [ns]
adder cells (fa/ha/maj)      1             0.20
buffers and inverters        2             0.82
## cell usage after synthesis (5+ instances only)
master    number
nor4_1         5
nor3_1         6
xnor2_1       22
a21oi_1       35
xor2_1        26
o31ai_1        8
fa_1          14
nor2_1        28
o21bai_1      15
inv_1        197
nor2b_1        5
ha_1         125
nand2_1       12
buf_4         16
o21ai_0        8
## power groups by stage
stage / clock [mW] / combinational (mW) / sequential (mW)
after CTS: 0 / 0.204 / 0
after global routing: 0 / 0.221 / 0
final: 0 / 0.199 / 0
## kinds of logic after synthesis
logic type,synth area share
xor gates and xnor gates,0.0991
muxes,0.00236
adders and majority gates,0.435
other,0.000884
and+or+nand+nor,0.100
buffers and inverters,0.204
AOI/OAI and AO/OA,0.159
Power figures rest on the tool's default switching activity, not on a simulated workload.
